File: flow/run.sh
#!/bin/bash
# OpenROAD 26Q1-2900-gdf79404cd8, Yosys 0.63+post, stock flow scripts
make -C /OpenROAD-flow-scripts/flow DESIGN_CONFIG=/design/flow/config.mk WORK_HOME=/design/flow/orfs finish
File: flow/config.mk
export PLATFORM = sky130hd
export DESIGN_NAME = maprom
export DESIGN_NICKNAME = maprom
export VERILOG_FILES = /design/flow/design.v
export SDC_FILE = /design/flow/constraint.sdc
export NUM_CORES = 4
export LEC_CHECK = 1
export CORE_UTILIZATION = 30
File: flow/constraint.sdc
current_design maprom

set clk_period 1.9
set clk_io_pct 0.2

create_clock -name clk0 -period $clk_period [get_ports {clk}]

set non_clock_inputs [all_inputs -no_clocks]
set_input_delay [expr $clk_period * $clk_io_pct] -clock clk0 $non_clock_inputs
set_output_delay [expr $clk_period * $clk_io_pct] -clock clk0 [all_outputs]
File: flow/design.v
module maprom (clk, chipsel, addr, data);
	input clk;
	input [1:0] chipsel;
	input [3:0] addr;
	output reg [7:0] data;
	wire [7:0] data_in [2:0];
	maprom1 rom1 (clk, 1'b1, addr, data_in[0]);
	maprom2 rom2 (clk, 1'b1, addr, data_in[1]);
	maprom3 rom3 (clk, 1'b1, addr, data_in[2]);
	always @ (posedge clk)
	begin
		data <= data_in[chipsel];
	end
endmodule
module maprom1(clk, en, addr, data);
	input clk;
	input en;
	input [3:0] addr;
	output reg [7:0] data;
	always @(posedge clk)
	begin
		if(en)
		begin
			case(addr)
				4'b0000: data <= 8'b11111111;
				4'b0001: data <= 8'b10000001;
				4'b0010: data <= 8'b11101111;
				4'b0011: data <= 8'b01100100;
				4'b0100: data <= 8'b11110111;
				4'b0101: data <= 8'b00010001;
				4'b0110: data <= 8'b11110111;
				4'b0111: data <= 8'b10001100;
				4'b1000: data <= 8'b00001000;
				4'b1001: data <= 8'b00111100;
				default: data <= 8'b00000000;
			endcase
		end
	end
endmodule
module maprom2(clk, en, addr, data);
	input clk;
	input en;
	input [3:0] addr;
	output reg [7:0] data;
	always @(posedge clk)
	begin
		if(en)
		begin
			case(addr)
				4'b0000: data <= 8'b00001111;
				4'b0001: data <= 8'b11111100;
				4'b0010: data <= 8'b00100111;
				4'b0011: data <= 8'b11101010;
				4'b0100: data <= 8'b10001110;
				4'b0101: data <= 8'b10010010;
				4'b0110: data <= 8'b10110110;
				4'b0111: data <= 8'b11100100;
				4'b1000: data <= 8'b00011000;
				4'b1001: data <= 8'b00111101;
				default: data <= 0;
			endcase
		end
	end
endmodule
module maprom3(clk, en, addr, data);
	input clk;
	input en;
	input [3:0] addr;
	output reg [7:0] data;
	always @(posedge clk)
	begin
		if(en)
		begin
			case(addr)
				4'b0000: data <= 8'b00111111;
				4'b0001: data <= 8'b01100001;
				4'b0010: data <= 8'b01001101;
				4'b0011: data <= 8'b11100101;
				4'b0100: data <= 8'b10110111;
				4'b0101: data <= 8'b00010001;
				4'b0110: data <= 8'b11110111;
				4'b0111: data <= 8'b10001100;
				4'b1000: data <= 8'b00111000;
				4'b1001: data <= 8'b00000111;
			endcase
		end
	end
endmodule
==> flow_summary_export.csv <==
group,metric,value,unit
synthesis,ys_chip_area,0.00144,mm²
grt,grt_pass1_wl,5090,µm
power_and_ir_drop,combPwrFrac,0.158,
clocking,clockBufferDepth,2,
synthesis,yosysUniqueCellTypes,32,
final_timing,fin_ws,125,ps
setup_path,worstSetupEndpointType,"register",
clocking,cts_sinks,32,
placement,gp_congestion,0.867,
route,drt_iter0_markers,64,
synthesis,ys_cells,144,
synthesis,synthCells,144,
grt,grt_pass1_vias,1073,
final_timing,skew,1.65,ps
setup_path,worst-path-buf-inv,2,
setup_path,slowest_delay,580,ps
job,warnings,32,
final_timing,rsz0062_at_grt,"false",
route,wl,2960,µm
clocking,clkTransAtPathRegs,60,ps
synthesis,common_cells,"dfxtp_1 (24), o21ai_0 (15), nor2_1 (11)",
synthesis,avgSynthCellArea,10.0,µm²
power_and_ir_drop,powerDensity,893,mW/mm²
power_and_ir_drop,p_sw_frac,0.223,
setup_path,worstPathMaxFanout,20,
synthesis,async_flop_share,0,
route,diodes,0,
synthesis,yosysMostFrequentCell,"dfxtp_1",
power_and_ir_drop,clkPwrFrac,0.372,
synthesis,yosysWarnings,4,
status,outcome,"complete, no violations",
setup_path,path_class,"in2reg",
floorplan,dieArea,0.00509,mm²
synthesis,synth_area,0.00144,mm²
synthesis,synth_flops,32,
clocking,numCtsBuffers,5,
route,antenna_left,0,
power_and_ir_drop,ir_drop,0.000316,V
final_timing,fin_crit_sh,0.934,
cells_and_area,nFillCells,421,
synthesis,synth_seq_share,0.500,
floorplan,ioPinCount,15,
clocking,clk_latency,270,ps
grt,antenna_found_initial,0,
power_and_ir_drop,power.switching,0.383,mW
final_timing,worst_pin_slew,483,ps
synthesis,edf_count,8,
setup_path,slowest_stage,"clkdlybuf4s50_1",
final_timing,setup_violations,0,
setup_path,worst_setup_path_start_kind,"input port",
clocking,h-tree-depth,2,
clocking,post_cts_buffers,0,
synthesis,yosys.area.top_type,"dfxtp_1",
synthesis,ff_type,"dfxtp_1",
grt,grt_usage,0.129,
clocking,ctsResizeCount,3,
cells_and_area,layout-drive-gt1-share,0.214,
final_timing,fin_crit,1770,ps
placement,dp_hpwl,2220,µm
final_timing,finalHoldViolCount,0,
power_and_ir_drop,power.share.sequential,0.470,
setup_path,cp.arrival,1780,ps
setup_path,crit_required,1910,ps
final_timing,tns,0,ps
placement,io_buffers,14,
grt,grt_start_max_net_pins,21,
synthesis,yosys.area.top_type_share,0.333,
worst_hold_path,hold_class,"reg2reg",
clocking,cts_tree,"yes",
setup_path,crit_chain,"clkdlybuf4s50_1 > buf_4 > nand2b_1 > o22ai_1 > o221ai_2",
grt,grt.overflow.total,0,
route,drc,0,
floorplan,initCoreUtil,0.322,
floorplan,rows,24,
clocking,root_buffer,"clkbuf_8",
floorplan,fp.dieW,71.3,µm
setup_path,crit_family,"buffers and inverters",
floorplan,core-area,0.00447,mm²
synthesis,topCellsByArea,"dfxtp_1 (33%), edfxtp_1 (17%), ha_1 (7.8%)",
route,wl_per_cell,12.6,µm
route,dr.pass1.iters,28,
final_timing,fmax,563,MHz
power_and_ir_drop,p_int,1.33,mW
clocking,hold_buffers,0,
cells_and_area,syn2layout_area_growth,33.3,%
power_and_ir_drop,leakage,0.788,nW
final_timing,maxSlewHeadroom,0.678,
route,avgViaCountPerCell,4.95,
route,vias,1158,
job,max-cap-violations,0,
final_timing,drv_slew,0,
placement,pre_cts_ws,-451,ps
floorplan,die_h,71.3,µm
[worst min-delay path, delay by kind of cell, from the launching register on]
kind / cells / cell delay (ps)
AND/OR/NAND/NOR: 1 / 40
AND-OR/OR-AND: 1 / 50
flip-flops: 1 / 300
[layout by cell type, fill, tap and decap left out, types with 2 or more instances in the layout]
cell type,netlist,routed
clkdlybuf4s50_1,0,12
dlygate4sd2_1,0,2
clkbuf_8,0,7
nor3_1,5,5
nand2b_1,3,3
a21oi_1,7,7
a2bb2oi_1,2,2
nor2_1,11,11
inv_1,7,7
ha_1,9,9
buf_4,0,26
edfxtp_1,8,8
a22oi_1,8,8
dfxtp_1,24,24
o22ai_1,4,4
nand2_1,10,10
o21ai_0,15,15
a211oi_1,3,3
nand3b_1,2,2
o31ai_1,3,2
[power groups by stage]
stage     registers [mW]  clock network, mW  logic, mW
4_1_cts            0.807              0.655      0.272
5_1_grt            0.812              0.685      0.302
6_report           0.806              0.639      0.272
[cell type report]
class / instances / area [µm²] / area share
tap: 52 / 65.1 / 0.0338
timing repair buffer: 40 / 333 / 0.173
sequential: 32 / 721 / 0.375
inverter: 7 / 26.3 / 0.0137
multi-input combinational: 95 / 657 / 0.342
clock buffer: 8 / 121 / 0.0631
[stage by stage]
| stage | instances | cell area [µm²] | utilization | hold WS, ps | power, mW |
|---|---|---|---|---|---|
| 2_1_floorplan | 144 | 1450 | - | 401 | 0.952 |
| 3_3_place_gp | 226 | 1800 | 0.401 | 410 | 1.09 |
| 3_5_place_dp | 226 | 1800 | 0.401 | 421 | 1.09 |
| 4_1_cts | 234 | 1920 | 0.430 | 435 | 1.73 |
| 5_1_grt | 234 | 1920 | 0.430 | 463 | 1.80 |
| 6_report | 234 | 1920 | 0.430 | 433 | 1.72 |
[worst paths after layout]
| path | from | to | slack [ps] | depth (start not counted) |
|---|---|---|---|---|
| worst max-delay path | addr[3] | rom3.data[2] | 130 | 5 |
| worst min-delay path | rom1.data[4] | data[4] | 430 | 2 |
| worst max register to register | rom3.data[3] | data[3] | 1060 | 2 |
| worst min register to register | rom1.data[4] | data[4] | 430 | 2 |
[registers in the layout, indices dropped and copies added, names as in the netlist]
register	cells
data	8
rom1.data	8
rom2.data	8
rom3.data	8
[per-layer routing]
layer / vias to the layer above / GRT usage / part of all wire
met5: - / 0 / 0
met4: 0 / 0.0178 / 0
met3: 0 / 0.0357 / 0.051
met2: 35 / 0.193 / 0.45
met1: 532 / 0.198 / 0.50
li1: 591 / - / -
[cell families (layout without fill, tap and decap cells)]
family,Yosys count,after routing,share of synthesized area
flops,32,32,0.500
compound gates,49,49,0.231
simple gates,36,36,0.130
fa+ha+maj,9,9,0.0781
buf+inv,17,55,0.0546
mux,1,1,0.00694
Power figures rest on the tool's default switching activity, not on a simulated workload.
